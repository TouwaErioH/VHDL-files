### flow/design.v
module tribus4(CLK,ENA,D,A,WREN1,WREN2,WREN3,WREN4,qout
               );
input CLK,WREN1,WREN2,WREN3,WREN4;
input [7:0] D;
input[6:0] A;  
input [1:0] ENA;
output [7:0] qout;
reg[7:0] qout;
wire [7:0] Q1,Q2,Q3,Q4;
RAM78 U1 (.Q(Q1),.D(D),.A(A),.CLK(CLK),.WREN(WREN1));    
RAM78 U2 (.Q(Q2),.D(D),.A(A),.CLK(CLK),.WREN(WREN2));     
RAM78 U3 (.Q(Q3),.D(D),.A(A),.CLK(CLK),.WREN(WREN3));
RAM78 U4 (.Q(Q4),.D(D),.A(A),.CLK(CLK),.WREN(WREN4));
always@(ENA,Q1)
if(ENA==2'b00)
qout=Q1;
else  qout=8'hz;
always@(ENA,Q2)
if(ENA==2'b01)
qout=Q2;
else  qout=8'hz;
always@(ENA,Q3)
if(ENA==2'b10)
qout=Q3;
else  qout=8'hz;
always@(ENA,Q4)
if(ENA==2'b11)
qout=Q4;
else  qout=8'hz;
endmodule
module RAM78(output wire[7:0] Q,input wire[7:0] D,input wire [6:0] A,input wire CLK,WREN);
reg[7:0] mem[127:0]  ;
always@(posedge CLK)
if(WREN) mem[A] <= D;
assign Q=mem[A];
endmodule
### flow/run.sh
#!/bin/bash
# OpenROAD 26Q1-2900-gdf79404cd8, Yosys 0.63+post, stock flow scripts
make -C /OpenROAD-flow-scripts/flow DESIGN_CONFIG=/design/flow/config.mk WORK_HOME=/design/flow/orfs finish
### flow/config.mk
export PLATFORM = sky130hd
export DESIGN_NAME = tribus4
export DESIGN_NICKNAME = tribus4
export VERILOG_FILES = /design/flow/design.v
export SDC_FILE = /design/flow/constraint.sdc
export NUM_CORES = 4
export LEC_CHECK = 1
export CORE_UTILIZATION = 50
### flow/constraint.sdc
current_design tribus4

set clk_period 28.1
set clk_io_pct 0.2

create_clock -name clk0 -period $clk_period [get_ports {CLK}]

set non_clock_inputs [all_inputs -no_clocks]
set_input_delay [expr $clk_period * $clk_io_pct] -clock clk0 $non_clock_inputs
set_output_delay [expr $clk_period * $clk_io_pct] -clock clk0 [all_outputs]
==> flow_summary.yaml <==
# flow metrics
clocking:
  cts.repair.resized: 0
  cts_buffers: 103
  h-tree-depth: 3
  cts_setup_buffers: 0
  numClockSinks: 1024
  cts_tree: "built"
  root_buffer: "clkbuf_16"
  clk_pin_slew_ns: 0.06
  clock_path_buffers: 3
  cts_hold_buf: 0
pwr:
  power.leakage_nw: 14.16
  powerDensity_nw_per_um2: 71.30
  ir_worst_vdd_v: 0.00005387
detailed_routing:
  drt_pass1_iterations: 6
  ant_nets: 0
  drc_errors: 0
  wl_per_cell_um: 34.49
  routed_wl_um: 124100
  route.vias.total: 24250
  routed_via_density: 6.741
  drt-initial-drc-count: 1839
critical_path:
  arrival_ns: 10.31
  critPathTopFamily: "buffers and inverters"
  critPathCaptureType: "output port"
  startpoint_type: "primary input"
  critPathMaxStageDelay_ns: 0.67
  path_buffers: 5
  cp_cell_sequence: "buf_6 > buf_12 > nor2b_4 > buf_4 > buf_4 > a221oi_1 > or4_1 > a311oi_1 > a211o_1 > or4_1 > clkdlybuf4s50_1"
  crit_path_start: "A[0]"
  worstPathMaxFanout: 77
  path_class: "primary input to output port"
  cp.required_ns: 22.48
  worst_path_max_delay_cell: "nor2b_4"
finish:
  nFillCells: 5910
  layout-drive-gt1-share: 0.1669
  final_core_util: 0.5688
  largest_reg_flops: 1024
  layout-area-overhead-vs-synth_pct: 11.86
  largest_registers: "U1.mem x1024"
  top_register: "U1.mem"
floorplan:
  die-area_um2: 81870
  io_pins: 30
  core_um2: 79390
  fp_util: 0.5085
  rows: 103
  die_h_um: 286.1
  die_w_um: 286.1
worst_hold_path:
  hp-start: "D[6]"
  hp-class: "primary input to register"
placement:
  place.gp.congestion: 0.9467
  dp_hpwl_um: 72250
  port_buffers: 24
logic_synthesis:
  synthCells: 2409
  synth_area_per_cell_um2: 16.76
  synth.distinct_cells: 75
  flop_cell: "edfxtp_1"
  yosysWarnings: 14
  ys_area_um2: 40360
  ys_cells: 2409
  ys_seq_elements: 1024
  edf_count: 1024
  synth_seq_share: 0.7618
  async_reset_ff_frac: 0
  syn-cell-area_um2: 40360
timing:
  tns_ns: 0
  fmax_ghz: 0.06279
  min_period_ns: 15.93
  max_slew_margin: 0.2929
  fin_crit_sh: 0.5668
  drv_slew: 0
  rsz0062_at_grt: "false"
  setup_viol: 0
  finalHoldViolCount: 0
  worstMarginPinSlew_ns: 1.057
grt:
  grt_pass1_wl_um: 179200
  grt_pass1_vias: 25830
  antenna_found_initial: 1
  grt_max_degree: 78
  grt_util_all_layers: 0.3449
  grt-ovfl-total: 0
job:
  drv_cap: 0
  warnings: 31
run_status:
  status: "finished clean"
-- cell families (layout without fill, tap and decap cells) --
| family | Yosys count | in the layout | synth area share |
|---|---|---|---|
| flip-flops | 1024 | 1024 | 0.7618 |
| AND-OR/OR-AND | 646 | 646 | 0.1250 |
| AND/OR/NAND/NOR | 403 | 403 | 0.04578 |
| buffers and inverters | 197 | 335 | 0.02492 |
| multiplexers | 139 | 139 | 0.04253 |
| other | 0 | 1 | 0 |
-- stage by stage --
| stage | power [mW] | area, um2 | hold slack (ns) | std cells | worst slack (ns) |
|---|---|---|---|---|---|
| floorplan | 1.816 | 40370 | 5.719 | 2409 | 15.19 |
| global placement | 1.914 | 41880 | 6.053 | 3411 | 12.31 |
| detailed placement | 1.917 | 41880 | 6.063 | 3411 | 12.22 |
| CTS | 3.227 | 45150 | 5.359 | 3597 | 12.20 |
| global route | 3.298 | 45150 | 5.386 | 3597 | 12.05 |
| finish | 3.220 | 45150 | 5.385 | 3598 | 12.17 |
-- placed cells by master (no fill, tap or decap), drive strengths merged, types with 5 or more instances in the layout --
master and n:
a21bo 14, a21oi 70, a221o 17, a221oi 217, a222oi 24, a22o 16, a22oi 84, a31oi 8
and2 11, and3 9, buf 130, bufinv 10, clkbuf 121, clkdlybuf4s50 11, clkinv 49, clkinvlp 5
edfxtp 1024, inv 9, mux2 85, mux2i 38, mux4 16, nand2 87, nand2b 19, nand3 12
nand4 9, nor2 181, nor2b 24, nor3 22, nor4 6, o211ai 5, o21ai 72, o221ai 16
o22a 10, o22ai 33, o32ai 5, or2 5
-- final timing paths --
check | end | slack [ns] | depth (start not counted)
setup / recovery | qout[1] | 12.17 | 11
hold / removal | U1.mem[117][6] | 5.38 | 1
-- metal layers --
layer  up-vias  wire (um)  global-route usage
li1      10080          -                   -
met1     11940      39500              0.4329
met2      1944      55520              0.4725
met3       289      24160              0.2838
met4         6       4801              0.1024
met5         -        125             0.01570
-- power breakdown --
group          total, mW  leakage (nW)  switching (mW)  internal [mW]
sequential          1.69          9.21         0.00128           1.69
combinational      0.202          3.35           0.149         0.0533
clock               1.33          1.60           0.566          0.764
-- synthesized netlist by cell type (all sizes together), types with 8 or more instances --
cell / instances / area share
edfxtp: 1024 / 0.76
mux4: 16 / 0.0089
a21bo: 14 / 0.0035
mux2: 85 / 0.024
mux2i: 38 / 0.0094
nand4: 9 / 0.0014
clkbuf: 58 / 0.0054
o22ai: 33 / 0.0051
a22o: 16 / 0.0035
o221ai: 16 / 0.0035
o22a: 10 / 0.0022
a31oi: 8 / 0.0012
and3: 9 / 0.0014
a221oi: 217 / 0.048
nand2: 87 / 0.0082
o21ai: 72 / 0.0089
nand3: 12 / 0.0015
a222oi: 24 / 0.0060
buf: 131 / 0.019
nor2: 181 / 0.017
a21oi: 70 / 0.0087
nor2b: 24 / 0.0039
a22oi: 84 / 0.016
and2: 11 / 0.0017
a221o: 17 / 0.0042
nand2b: 19 / 0.0029
nor3: 22 / 0.0027
-- area by class of cell --
cell class,instances,area (um2),area share
Inverter,8,32.53,0.0007205
Antenna cell,1,2.502,0.00005542
Clock buffer,121,2645,0.05858
Timing Repair Buffer,141,1109,0.02455
Sequential cell,1024,30750,0.6810
Tap cell,1050,1314,0.02910
Clock inverter,65,623.1,0.01380
Multi-Input combinational cell,1188,8678,0.1922
Power figures rest on the tool's default switching activity, not on a simulated workload.
