==> flow/design.v <==
module CNT16(CLK,RST,EN,COUT,DOUT,DATA);
input CLK,RST,EN;
input[15:0] DATA;
output [15:0] DOUT;
output COUT;
reg[15:0] Q1;
reg COUT;
wire LOAD;
assign DOUT=Q1;
always @ (posedge CLK or negedge RST or posedge LOAD)
begin
if(!RST) Q1 <= 16'b0000000000000000;
else if(LOAD) Q1 <= DATA;
else if(EN) begin
 if(Q1<16'b1111111111111111) Q1<=Q1+1;
 else Q1<=16'b0000000000000000; end        
end
assign LOAD=(Q1==0);    
always @ (Q1)
if(Q1==16'b1111111111111111) COUT = 1'b1;      
else COUT=1'b0;
endmodule
==> flow/run.sh <==
#!/bin/bash
# OpenROAD 26Q1-2900-gdf79404cd8, Yosys 0.63+post, stock flow scripts
make -C /OpenROAD-flow-scripts/flow DESIGN_CONFIG=/design/flow/config.mk WORK_HOME=/design/flow/orfs finish
==> flow/config.mk <==
export PLATFORM = sky130hd
export DESIGN_NAME = CNT16
export DESIGN_NICKNAME = CNT16
export VERILOG_FILES = /design/flow/design.v
export SDC_FILE = /design/flow/constraint.sdc
export NUM_CORES = 4
export LEC_CHECK = 1
export CORE_AREA = 10 10 100 100
export DIE_AREA = 0 0 110 110
==> flow/constraint.sdc <==
current_design CNT16

set clk_period 2.8
set clk_io_pct 0.2

create_clock -name clk0 -period $clk_period [get_ports {CLK}]

set non_clock_inputs [all_inputs -no_clocks]
set_input_delay [expr $clk_period * $clk_io_pct] -clock clk0 $non_clock_inputs
set_output_delay [expr $clk_period * $clk_io_pct] -clock clk0 [all_outputs]
==> notes.md <==
Quick summary of the implementation run below.

The script parses the final routing iteration and logs DRC violations as 0. The largest net degree at the start of global routing came out at 18. The source-to-sink clock delay at the later pin of the worst-skew pair is 250 ps.

Once detail routing completed, the nets flagged for antenna violations numbered 0. The half-perimeter wire length after detailed placement came out at 2.77 mm. The data arrival time reported for the critical path is 2080 ps. Max fanout on the critical path was recorded as 6. The class of the worst hold path is primary input to async pin. The floorplan step set the die width to 110 µm. Post-synth the commonest register cell is dfbbp_1. The share of power burned in combinational logic came out at 30.6%. Ranked by flip-flop count, first place goes to Q1. The flop and latch count out of synthesis is 16. The setup TNS came out at 0 ps. The number of violations reported at the end of detailed-routing iteration 0 came out at 23.

The max-slew violation count came out at 0. The number of global-route vias before repair is 988. Across the routed clock network, the largest skew measured is 3.63 ps.

The max-capacitance violation count is 0. The final weighted congestion in routability-driven placement is 0.780. The yosys-reported design area after synthesis came out at 1210 µm². The number of cells reported by Yosys stat comes to 133. Buffers inserted to repair hold after CTS numbered 0.

The I/O pin count is 36. The synthesized netlist occupies a cell area of 1210 µm². For reference, the clock transition at the flip-flops on the worst setup and hold paths is 70 ps. The register with the most flip-flops in the layout has 16 of them.

The number of clock sinks seen by CTS is 16. The vertical die dimension is 110 µm. The detailed router placed 1018 vias in this run. The share of total power in the clock network is 23.9%. The worst setup path is captured at an output port. For the pin with the worst max-slew slack, the measured transition is 560 ps.

The flow ran to the end, and the final reports show no timing, DRC or antenna violations. The synthesized area per cell is 9.11 µm². The Yosys warning count is 19. The report lists the number of cells resized after CTS as 0. The placeable core region came out at 7810 µm².

The first-pass GRT wire length came out at 5.35 mm. The sequential fraction of design power is 45.5%. The root buffer selected by CTS is clkbuf_8. The highest clock frequency the design can meet is 378 MHz. The buffer levels on the longest clock path came out at 2. The count of flip-flops with a built-in enable after synthesis is 0. The post-detailed-route wirelength per cell is 13.0 µm. In the layout the commonest cells are 39 x nor2_1, 35 x clkdlybuf4s50_1, 22 x nand2_1.

The floorplan row count is 32. The commonest non-fill, non-tap cell in the layout is nor2_1. Looking at the VDD voltage map, the peak drop is 0.206 mV. For this run, the detailed router reports a per-instance via density of 3.78. The register share after synthesis is 43.0%. The post-synthesis to final-layout area growth came out at 41.5%. The number of post-CTS setup repair buffers is 0. The internal portion of total power came out at 610 µW. The path type of the worst setup path is flip-flop to output port. The registers reported with the highest flop counts are Q1 (16). TritonCTS built the clock tree. The floorplan core density is 15.5%. The proportion of layout cells with a drive suffix above 1 is 7.78%. The overall fraction of global-route tracks in use is 5.73%.

The number of antenna violations at the first check in global routing is 0. The worst slack at placement came out at 408 ps. The smallest clock period supported by the final layout is computed as 2640 ps.

Setup repair after global routing left no endpoint under its margin. The remaining global-route overflow is 0. The tightest slew margin relative to the limit is 62.4%.

The setup slack after layout came out at 155 ps. The switching portion of total power comes to 30.2%. The power dissipated by switching net loads came out at 264 µW. Of all flip-flops after synthesis, the portion carrying an async set or reset was 100%. The number of distinct library cells after synthesis is 29. For this block, the routed nets add up to 3.49 mm of wire. The total die size came out at 12100 µm². The final hold violation count came out at 0.

The OpenROAD warning count came out at 40. The final worst-path cycle share is 94.4%. CTS built an H-tree with a depth of 1. Synthesis produced a netlist whose cell count is 133. The cell leakage power came out at 0.625 nW.

The data required time of the critical path came out at 2240 ps. The total power per unit cell area is 510 nW/µm². The count of endpoints failing setup in the final report came out at 0. CTS added clock buffers totalling 3. Port buffering added 35 buffers.

Per the detail_route report, inserted antenna diodes total 0. STA classifies the critical path startpoint as a flip-flop. The detailed-router iteration count before antenna repair came out at 4.
-- worst max-delay path, stage by stage, from the launching register on --
cell and delay (ps):
dfbbp_1 650, and3_1 240, nand3_1 140, nor3_2 280, clkdlybuf4s50_1 520
-- cell usage after synthesis (2+ instances only) --
cell type,count,area share (%)
nand2b_1,3,1.5
nor2_1,39,12
dfbbp_1,16,43
and4_1,2,1.4
and3_1,6,3.1
nor4_4,2,3.5
xor2_1,7,5.1
nand3_1,5,2.1
xnor2_1,6,4.3
nand2_1,22,6.8
nand4_1,4,2.1
ha_1,2,2.1
buf_2,3,1.2
-- metal layers --
layer / up-vias / track usage, % / wire length (µm)
met5: - / 0 / 0
met4: 0 / 0.186 / 12
met3: 2 / 2.94 / 380
met2: 26 / 9.06 / 1510
met1: 474 / 7.27 / 1590
li1: 516 / - / -
-- cell families (layout without fill, tap and decap cells) --
kind of cell,after synthesis,in the layout,share of synthesized area (%)
flip-flops,16,16,43.0
AND-OR/OR-AND,4,4,2.17
XOR/XNOR,13,13,9.40
buffers and inverters,8,42,3.72
adder cells (fa/ha/maj),2,2,2.07
AND/OR/NAND/NOR,90,90,39.7
-- worst paths after layout --
kind | cells past startpoint | endpoint | slack, ps | from
min in group clk0 | 2 | Q1[1]$_DFFSRE_PPPP_ | 700 | Q1[1]$_DFFSRE_PPPP_
min reg2reg | 2 | Q1[1]$_DFFSRE_PPPP_ | 700 | Q1[1]$_DFFSRE_PPPP_
max | 4 | COUT | 160 | Q1[11]$_DFFSRE_PPPP_
max in group asynchronous | 3 | Q1[4]$_DFFSRE_PPPP_ | 1260 | RST
max reg2reg | 5 | Q1[5]$_DFFSRE_PPPP_ | 1000 | Q1[0]$_DFFSRE_PPPP_
min | 2 | Q1[2]$_DFFSRE_PPPP_ | 670 | DATA[2]
-- power by group through the flow --
stage     combinational (mW)  clock (mW)  sequential, mW
4_1_cts                0.278       0.213           0.399
5_1_grt                0.299       0.225           0.412
6_report               0.268       0.209           0.398
-- final cells by class --
class                      instances  area [µm²]
clock buffer                       4        55.1
fill                             847        6090
inverter                           2        7.51
multi-input combinational        109         646
sequential                        16         520
tap                              102         128
timing repair buffer              36         358
-- metrics by stage --
step	util (%)	cell area, µm²	hold slack (ps)	std cells	total power, mW
after floorplan	-	1210	492	133	0.521
after global placement	21.3	1660	675	265	0.674
after detailed placement	21.3	1660	689	265	0.680
after CTS	22.0	1710	671	269	0.890
after global routing	22.0	1710	675	269	0.936
final	22.0	1710	670	269	0.874
Power figures rest on the tool's default switching activity, not on a simulated workload.
