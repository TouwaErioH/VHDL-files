### run.sh
#!/bin/bash
# OpenROAD 26Q1-2900-gdf79404cd8, Yosys 0.63+post, stock flow scripts
make -C /OpenROAD-flow-scripts/flow DESIGN_CONFIG=/design/flow/config.mk WORK_HOME=/design/flow/orfs finish
### config.mk
export PLATFORM = sky130hd
export DESIGN_NAME = ADDSUB16
export DESIGN_NICKNAME = ADDSUB16
export VERILOG_FILES = /design/flow/design.v
export SDC_FILE = /design/flow/constraint.sdc
export NUM_CORES = 4
export LEC_CHECK = 1
export CORE_AREA = 10 10 93 93
export DIE_AREA = 0 0 103 103
### constraint.sdc
current_design ADDSUB16

set clk_period 2.7
set clk_io_pct 0.2

create_clock -name clk0 -period $clk_period [get_ports {CLK}]

set non_clock_inputs [all_inputs -no_clocks]
set_input_delay [expr $clk_period * $clk_io_pct] -clock clk0 $non_clock_inputs
set_output_delay [expr $clk_period * $clk_io_pct] -clock clk0 [all_outputs]
### design.v
module ADDSUB16(ctl,CLK,RST,EN,LOAD,COUT,DOUT,DATA);
input CLK,RST,EN,LOAD,ctl;
input[15:0] DATA;
output [15:0] DOUT;
output COUT;
reg[15:0] Q1;
reg COUT;
assign DOUT=Q1;
always @ (posedge CLK or negedge RST)
begin
if(!RST) Q1 <= 16'b0000000000000000;
else if(EN) 
begin
 if(!LOAD) Q1=DATA;
 else if(ctl) 
 begin
 if(Q1<16'b1111111111111111) Q1<=Q1+1;
 else Q1<=16'b0000000000000000; 
 end    
 else begin
  if(Q1>16'b0000000000000000) Q1<=Q1-1;
  else Q1=16'b1111111111111111;
end
end
end
always @ (Q1)
if((Q1==16'b1111111111111111)&&ctl) COUT = 1'b1;      
else if((Q1==16'b0000000000000000)&&!ctl) COUT=1'b1;
else COUT=1'b0;
endmodule
==> out/metrics.yaml <==
place:
  dpl.hpwl_um: 4550
  numPlacedInstances: 340
  gp_congestion: 0.976
  postPlaceCellArea_um2: 2190
  numPortBuffers: 37
pwr:
  vdd_ir_drop_max_mv: 0.200
  power_switching_mw: 0.371
  switching_share_pct: 38.4
  share_comb_of_total_power_pct: 41.7
  power.density_nw_per_um2: 429
  leakagePower_nw: 0.809
  power_frac_seq_pct: 37.9
  internal-power_mw: 0.593
  p_clk_share_pct: 20.4
cts:
  cts_tree: "yes"
  holdBufCountCts: 0
  cts.sinks: 16
  clockBufferDepth: 2
  clk-insertion-delay-late_ns: 0.26
  postCtsSetupBuffers: 0
  cts_made_buffers: 3
  cts_max_level: 1
  clk_pin_slew_ns: 0.08
  cts_root_buf: "clkbuf_8"
floorplanning:
  rows: 30
  core_util_floorplan_pct: 24.0
  core_um2: 6760
  die_area_um2: 10600
  die_y_um: 103
  ioPinCount: 38
  die_width_um: 103
synth:
  ys_ff: 16
  top_cells_by_area: "dfrtp_1 (25%), nor2_1 (5.6%), a211oi_1 (3.7%)"
  common_cells: "nor2_1 (24), dfrtp_1 (16), nand2_1 (16)"
  synthArstFlopShare_pct: 100
  yosys.area.top_type: "dfrtp_1"
  syn_inst: 218
  mappedNetlistArea_um2: 1620
  flop_cell: "dfrtp_1"
  top_cell_area_share_pct: 24.7
  ys_seq_share_pct: 24.7
  ys_cells: 218
  edf_count: 0
  yosysMostFrequentCell: "nor2_1"
  yosys_area_um2: 1620
  ys_types: 58
  ys_warn_count: 1
  avgSynthCellArea_um2: 7.43
timing:
  tns_ns: 0
  worstMarginPinSlew_ns: 0.625
  rsz0062_at_grt: "no"
  slew_headroom_pct: 58.0
  finClkSkew_ns: 0.00703
  drv_slew: 0
  timing.final.crit_share_pct: 94.1
  min_period_ns: 2.54
  fmax_mhz: 394
  setup-violations-final: 0
  hold_violations: 0
  hold_ws_ns: 0.610
cells_and_area:
  final_area_um2: 2250
  syn2layout_area_growth_pct: 38.8
  reg_top3: "Q1 (16)"
  top_register: "Q1"
  layout-drive-gt1-share_pct: 17.5
  largest_reg_flops: 16
  final_cells: 343
  fillers: 717
setup_path:
  worstPathCellList: "clkdlybuf4s50_1 > buf_4 > nand2_1 > o21ai_1 > clkdlybuf4s50_1"
  startpoint_type: "input pin"
  worstPathArrival_ns: 2.00
  crit_start: "ctl"
  endpoint: "COUT"
  max_stage_delay_ns: 0.50
  worstPathRequired_ns: 2.16
  slowest_stage: "clkdlybuf4s50_1"
  regToRegSetupSlack_ns: 0.48
  end_kind: "output pin"
  critical_path.max_fanout: 25
  rr_endpoint: "Q1[9]"
  ff2ff_path_depth: 6
  worstSetupPathType: "in2out"
  rr_startpoint: "Q1[2]"
  cp_common_cell: "clkdlybuf4s50_1"
global_route:
  grt_use_met1_pct: 17.6
  grt_use_met3_pct: 2.30
  gr-usage-all-layers_pct: 11.7
  overflow: 0
  busiest_layer: "met1"
  grt_pass1_vias: 1827
  grt_pass1_wl_um: 9970
  met2_usage_pct: 17.6
  grt_max_degree: 26
  antenna_found_initial: 0
job:
  cap_violations: 0
  openroad.warnings: 27
route:
  via_count: 1905
  postRouteAntennaNets: 0
  drc: 0
  drt-initial-drc-count: 161
  first_pass_iters: 4
  wl_per_cell_um: 17.4
  antennaDiodeCount: 0
  wl_um: 5970
  viasPerCell: 5.55
hold_path:
  min_path_type: "in2async"
run_status:
  outcome: "finished clean"
==> worst max-delay path: cells and delay by family <==
kind / cells / cell delay, ns
buf+inv: 3 / 1.28
compound gates: 1 / 0.10
simple gates: 1 / 0.08
==> kinds of logic after synthesis <==
family	share of synthesized area, %
buf+inv	7.19
compound gates	31.2
xor+xnor	1.62
flops	24.7
mux	1.24
fa+ha+maj	2.32
simple gates	31.7
==> how the worst min path moves through the flow <==
stage | from | end | slack [ns] | cells past startpoint
5_1_grt | RST | Q1[14] | 0.65 | 2
6_report | RST | Q1[11] | 0.61 | 2
4_1_cts | RST | Q1[11] | 0.63 | 2
==> layout make-up <==
class                      instances  area, µm²  area share (%)
multi-input combinational        173       1110            49.4
timing repair buffer              60        543            24.2
sequential                        16        410            18.3
tap                               80        100            4.45
clock buffer                       3       41.3            1.84
inverter                          11       41.3            1.84
==> routing by layer <==
metal  part of all wire, %  routed length [µm]
met3                   5.4                 325
met5                     0                   0
met1                    51                3030
met4                  0.27                  16
met2                    44                2600
==> placed cells by master, fill, tap and decap left out, types with 3 or more instances in the layout <==
cell type and instances:
clkdlybuf4s50_1 37, xnor2_1 3, buf_4 23, o22ai_1 6
nand4_1 7, inv_1 11, o21ai_1 8, nand2_1 16
nor4_1 6, clkbuf_8 3, a211oi_1 8, or3_1 5
and3_1 4, a21oi_1 8, nor4_2 4, or4_1 3
a31oi_1 4, dfrtp_2 8, nor2_1 24, o31ai_1 3
nand3_1 4, nor3_1 9, dfrtp_1 8, o21ai_0 9
==> stage by stage <==
step,power [mW],utilization (%),worst slack [ns]
floorplan,0.552,-,0.596
CTS,0.965,33.0,0.0158
detailed placement,0.763,32.4,0.119
finish,0.964,33.3,0.159
global route,1.04,33.3,0.0317
global placement,0.766,32.4,0.102
==> power by group through the flow <==
| stage | sequential (mW) | clock [mW] | combinational (mW) |
|---|---|---|---|
| 6_report | 0.365 | 0.197 | 0.402 |
| 4_1_cts | 0.359 | 0.202 | 0.403 |
| 5_1_grt | 0.376 | 0.218 | 0.450 |
==> repair_timing <==
| action | 4_1_cts | 5_1_grt |
|---|---|---|
| resized | 1 | 10 |
| pin swaps | 0 | 1 |
| endpoints found under the setup margin | 1 | 1 |
Power and IR drop assume default switching activity.
